[design/flow/run.sh]
#!/bin/bash
# OpenROAD 26Q1-2900-gdf79404cd8, Yosys 0.63+post, stock flow scripts
make -C /OpenROAD-flow-scripts/flow DESIGN_CONFIG=/design/flow/config.mk WORK_HOME=/design/flow/orfs finish
[design/flow/config.mk]
export PLATFORM = sky130hd
export DESIGN_NAME = RTL_multiply
export DESIGN_NICKNAME = RTL_multiply
export VERILOG_FILES = /design/flow/design.v
export SDC_FILE = /design/flow/constraint.sdc
export NUM_CORES = 4
export LEC_CHECK = 1
export CORE_AREA = 10 10 95 95
export DIE_AREA = 0 0 105 105
[design/flow/constraint.sdc]
current_design RTL_multiply

set clk_period 5.2
set clk_io_pct 0.2

create_clock -name clk0 -period $clk_period [get_ports {clk}]

set non_clock_inputs [all_inputs -no_clocks]
set_input_delay [expr $clk_period * $clk_io_pct] -clock clk0 $non_clock_inputs
set_output_delay [expr $clk_period * $clk_io_pct] -clock clk0 [all_outputs]
[design/flow/design.v]
module RTL_multiply(clk, m, q, out, done);
input clk;
input [3:0] m;
input  [3:0] q;
output [7:0] out;
output done;
	reg start;
	reg [2:0] i;
	reg [9:0] product;
	assign done = (i==4? 1'b1: 1'b0);
	assign out = product[8:1];
	always @(posedge clk) begin
		if(start)
			{product, start, i} = {{5'b00000, q, 1'b0}, 1'b0, 3'b000};
		if(i<4) begin
			case (product[1:0])
				2'b01 : product[9:5] = product[9:5] + {m[3], m};
				2'b10 : product[9:5] = product[9:5] - {m[3], m};
			endcase
			product = {product[9], product[9:1]};
			i = i + 1'b1;
		end
		else begin
			start = 1;
			i = 0;
		end
	end
endmodule
==> results.txt <==
The flow completed. The flow ran to the end, and the final reports show no timing, DRC or antenna violations. Data on the critical path is required at its endpoint by between 5 and 6 ns. In this run the number of H-tree levels came out at 1. Clock sink count landed at 14. The final timing report lists a hold violation count of 0.

Number of slew-limit violations in the final report landed at 0. The final layout reports a setup TNS of 0 ns. Share of power burned in registers landed at 35.6%.

Area fraction of the dominant cell type after synthesis landed at between 30 and 40%. Synthesized netlist cell count landed at 104. Later-pin clock latency in the skew report landed at 0.25 ns. The initialized floorplan defines 30 standard-cell rows. Power dissipated by switching net loads landed at roughly 130 uW. Growth of design area from synthesis to finish landed at 28.9%. The first global-routing pass estimated 3440 um of wire. For this run, design rule violations remaining after detail routing come to 0.

0 antenna diodes ended up in the layout. The critical path is of the input port to flop type. Yosys chip area landed at 900 um2. The average instance in the mapped netlist occupies roughly 8.7 um2. Number of buffers inserted during clock tree synthesis landed at 3. The synth_stat.txt file lists the number of cells as around 100. Via count of the first global-routing pass landed at approximately 700.

Via total after detailed routing landed at 683. Number of antenna violations at the first check in global routing landed at 0. The tool warning count for the run is 25. Entering global routing, the biggest net connects 20 pins. Buffers inserted to repair hold after CTS numbered 0. STA classifies the critical path endpoint as a flop. The commonest cells after synthesis are dfxtp_1 (14), buf_4 (9), nor2_1 (8), o21ai_0 (8), ha_1 (7). Input and output buffers added on the ports amount to 17. The wire-length estimate of the detail-placed layout is between 1500 and 2000 um.

Detailed-route vias per instance landed at about 3.3. The timing report shows the most common cell along the critical path to be mux2_2. Internal power summed over all cells landed at between 300 and 400 uW. Per the repair_timing log after CTS, setup buffers inserted total 0.

Looking at the clock tree report, the root buffer type is clkbuf_8. Once the clock tree was built, the resizer swapped 0 gates to a different size. The congestion estimate from routability-driven global placement came to between 0.7 and 0.8. Maximum clock frequency landed at between 0.2 and 0.3 GHz.

For reference, the clock transition at the flip-flops on the worst setup and hold paths is 0.05 ns. The worst path needs between 3 and 4 ns of the cycle, external delays included. The post-synth count of flops with an enable pin is 0. Measured slew at the worst slew-check pin landed at roughly 0.84 ns. Violation tally from detailed-route iteration zero landed at 36. Listed in order, past its start point the critical path passes clkdlybuf4s50_1, mux2_2, ha_1, mux2_2, fa_1, nand2b_1, a21oi_2, xnor2_1, or3_1, o21ai_0. Yosys instantiated no cell more often than dfxtp_1. Global-route total usage across every layer landed at approximately 3.8%.

Setup violations remaining at the end of the flow were counted as 0. The post-synth register bit count is 14. The share of the Yosys chip area taken by registers is a little under a third. Starting utilization of the core area landed at a little over an eighth. Vertical extent of the die landed at 105 um.

The mapped netlist covers between 800 and 900 um2. In the final layout, the fill cell count is 786. According to the hold report, the worst path is of the flop to flop type. Per the synthesis report, the dominant area consumer among library cells is dfxtp_1. Part of the total power dissipated in the clock network landed at a little under a quarter. Number of buffers between clock root and the deepest sink landed at 2. Yosys attributes the largest share of cell area to dfxtp_1 (31%), ha_1 (9.7%), buf_4 (7.5%). The slowest stage of the critical path belongs to the cell fa_1. The final timing summary puts the cycle share of the worst path at between 60% and 70%. Power density over the cells landed at about 380 nW/um2. After synthesis, the share of flip-flops with an asynchronous set or reset is 0%.

Number of ports placed on the die boundary landed at 18. In this run the maximum-capacitance check reported violations numbering 0. Highest net fanout along the worst path landed at 5. Counting the warning lines in the Yosys log gives 1. Total power of the final layout landed at around 440 uW. Checking max transition, the worst relative margin is between 40% and 50%. Recorded from the global router log, the overflow total was 0. Critical path data arrival time landed at between 3 and 4 ns. Clock skew landed at 0.00744 ns. Total detailed-routing wirelength landed at roughly 2000 um. The synthesis report names the predominant flop master as dfxtp_1. Number of distinct standard cells referenced by the synthesized netlist landed at 29.

Routed wire length per instance landed at between 9 and 10 um. Final-layout worst hold slack landed at slightly below 0.5 ns. STA classifies the critical path startpoint as an input port.

The floorplan step defined a die boundary enclosing around 11000 um2. Setup repair after global routing left no endpoint under its margin. Switching fraction of total power landed at between 20% and 30%. The worst VDD IR drop from the latest analysis is ~0.085 mV. Worst stage delay on the critical path landed at between 0.4 and 0.5 ns. Placeable core area landed at 6910 um2.

The floorplan step set the die width to about 110 um. Number of antenna-violating nets in the routed design landed at 0. In the log, the iteration count for the first detailed-route pass is 3.

Share of layout cells above drive strength 1 landed at under 10%. TritonCTS built the clock tree. Static leakage power landed at 0.000452 uW. The power report attributes to the combinational group a share of approximately two fifths.
## power by group through the flow
stage	clock [uW]	combinational (uW)	sequential, uW
CTS	109	184	160
finish	106	179	158
global route	113	210	163
## through the flow
stage          cell area (um2)  cells  utilization, %  setup slack [ns]
2_1_floorplan              900    104               -              2.09
3_3_place_gp              1100    204            16.0              1.60
3_5_place_dp              1100    204            16.0              1.58
4_1_cts                   1160    208            16.8              1.82
5_1_grt                   1160    208            16.8              1.68
6_report                  1160    208            16.8              1.82
## registers in the layout (all words and copies together), names as in the netlist
signal   count
i            3
start        1
product     10
## logic make-up after synthesis
| kind of cell | count (synthesis) | share of synthesized area [%] |
|---|---|---|
| AND-OR/OR-AND | 17 | 11.5 |
| multiplexers | 8 | 9.46 |
| XOR/XNOR | 5 | 4.87 |
| flip-flops | 14 | 31.2 |
| buffers and inverters | 19 | 12.0 |
| adder cells (fa/ha/maj) | 8 | 12.0 |
| AND/OR/NAND/NOR | 33 | 19.1 |
## placed cells by master, fill, tap and decap left out, types with 2 or more instances in the layout
cell type and n:
nor3_1 3, nand2b_1 6, mux2_2 4, ha_1 7
nand2_1 5, a21oi_2 2, mux2i_1 4, clkbuf_8 4
dfxtp_1 14, inv_1 5, o21ai_0 8, xor2_1 2
clkdlybuf4s50_1 17, nor2_1 8, a21oi_1 3, nor2b_1 6
xnor2_1 3
## worst max-delay path, delay by kind of cell
family	cells	cell delay, ns
fa+ha+maj	2	0.67
buf+inv	1	0.40
xor+xnor	1	0.11
simple gates	2	0.54
compound gates	2	0.21
mux	2	0.58
## final cells by class
type	instances	area [um2]	share of cell area [%]
sequential	14	280	24.2
inverter	6	22.5	1.94
tap	96	120	10.4
clock buffer	4	55.1	4.75
timing repair buffer	17	170	14.7
multi-input combinational	71	512	44.1
## final timing paths
| check | from | end | slack, ns | cells after the start |
|---|---|---|---|---|
| setup reg to reg | start | product[9] | 2.19 | 9 |
| hold / removal | product[0] | product[0] | 0.49 | 2 |
| setup / recovery | q[0] | product[9] | 1.82 | 10 |
| hold reg to reg | product[0] | product[0] | 0.49 | 2 |
## routing by layer
metal	global-route usage (%)	vias to the layer above	wire (um)
met1	4.51	314	854
met2	5.87	11	966
met4	0.392	0	19
met3	2.30	2	193
met5	0	-	0
li1	-	356	-
No activity file was given, so power comes from the tool's default toggle rates.
